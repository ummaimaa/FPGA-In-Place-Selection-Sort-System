==> ./design.v <==
module controller(
    input logic clk, reset, s,
    input logic AgtB, zi, zj,
    output logic EA, EB, WR, Li, Lj, Ei, Ej, Csel, Bout, Rd,
    output logic done,
    output logic [2:0] i_out, j_out
);
    typedef enum logic [3:0] {
        IDLE, INIT, LOAD_I, LOAD_A,
        LOAD_J, LOAD_B, COMPARE, SWAP1, SWAP2,
        NEXT_J, CHECK_J, NEXT_I, CHECK_I, DONE
    } state_t;
    state_t state, next;
    logic [2:0] i, j;
    assign i_out = i;
    assign j_out = j;
    always_ff @(posedge clk or posedge reset) begin
        if (reset)
            state <= IDLE;
        else
            state <= next;
    end
    always_ff @(posedge clk or posedge reset) begin
        if (reset) begin
            i <= 0;
            j <= 1;
        end else begin
            case (state)
                LOAD_I: i <= 0;
                NEXT_I: i <= i + 1;
                LOAD_J: j <= i + 1;
                NEXT_J: j <= j + 1;
                default: ;
            endcase
        end
    end
    always_comb begin
        EA = 0;
        EB = 0;
        WR = 0;
        Li = 0;
        Lj = 0;
        Ei = 0;
        Ej = 0;
        Csel = 0;
        Bout = 0;
        Rd = 0;
        done = 0;
        next = state;
        case (state)
            IDLE:       if (s) next = INIT;
            INIT:       next = LOAD_I;
            LOAD_I:     begin Li = 1; next = LOAD_A; end
            LOAD_A:     begin EA = 1; next = LOAD_J; end
            LOAD_J:     begin Lj = 1; next = LOAD_B; end
            LOAD_B:     begin EB = 1; next = COMPARE; end
            COMPARE:    next = AgtB ? SWAP1 : CHECK_J;
            SWAP1:      begin Bout = 1; Csel = 1; WR = 1; next = SWAP2; end
            SWAP2:      begin Bout = 0; Csel = 0; WR = 1; EA = 1; next = CHECK_J; end
            CHECK_J:    next = (j == 3'd7) ? CHECK_I : NEXT_J;
            NEXT_J:     begin Ej = 1; next = LOAD_B; end
            CHECK_I:    next = (i == 3'd6) ? DONE : NEXT_I;
            NEXT_I:     begin Ei = 1; next = LOAD_I; end
            DONE:       done = 1;
        endcase
    end
endmodule
module datapath(
    input logic clk, reset,
    input logic EA, EB, WR, Li, Lj, Ei, Ej, Csel, Bout, Rd,
    input logic [2:0] i_in, j_in,
    input logic init_mode,
    input logic [2:0] init_addr,
    input logic [7:0] init_data,
    output logic [7:0] Data_out,
    output logic AgtB,
    output logic zi, zj,
    output logic [7:0] RAM_dump [0:7]  
);
    logic [7:0] RAM [0:7];
    logic [2:0] i, j;
    logic [7:0] Ai, Aj, B;
    assign zi = (i == 3'd0);
    assign zj = (j == 3'd0);
    always_ff @(posedge clk or posedge reset) begin
        if (reset) begin
            i <= 0;
            j <= 1;
        end else begin
            if (Li) i <= i_in;
            if (Lj) j <= j_in;
            if (Ei) i <= i + 1;
            if (Ej) j <= j + 1;
        end
    end
    always_ff @(posedge clk) begin
        if (EA) Ai <= RAM[i];
        if (EB) Aj <= RAM[j];
    end
    assign B = Bout ? Aj : Ai;
    assign AgtB = (Ai > Aj);
    always_ff @(posedge clk) begin
        if (init_mode)
            RAM[init_addr] <= init_data;
        else if (WR) begin
            if (Csel)
                RAM[i] <= B;
            else
                RAM[j] <= B;
        end
    end
    assign Data_out = Rd ? RAM[i] : 8'bZ;
    genvar idx;
    generate
        for (idx = 0; idx < 8; idx++) begin
            always_comb begin
                RAM_dump[idx] = RAM[idx];
            end
        end
    endgenerate
endmodule
module top(
    input logic clk, reset, s,
    input logic init_mode,
    input logic [2:0] init_addr,
    input logic [7:0] init_data,
    output logic done,
    output logic [7:0] RAM_out [0:7]  
);
    logic EA, EB, WR, Li, Lj, Ei, Ej, Csel, Bout, Rd;
    logic AgtB, zi, zj;
    logic [2:0] i_out, j_out;
    logic [7:0] Data_out;
    datapath dp(
        .clk(clk), .reset(reset),
        .EA(EA), .EB(EB), .WR(WR), .Li(Li), .Lj(Lj),
        .Ei(Ei), .Ej(Ej), .Csel(Csel), .Bout(Bout), .Rd(Rd),
        .i_in(i_out), .j_in(j_out),
        .init_mode(init_mode), .init_addr(init_addr), .init_data(init_data),
        .Data_out(Data_out),
        .AgtB(AgtB), .zi(zi), .zj(zj),
        .RAM_dump(RAM_out)
    );
    controller ctrl(
        .clk(clk), .reset(reset), .s(s),
        .AgtB(AgtB), .zi(zi), .zj(zj),
        .EA(EA), .EB(EB), .WR(WR), .Li(Li), .Lj(Lj), .Ei(Ei), .Ej(Ej),
        .Csel(Csel), .Bout(Bout), .Rd(Rd), .done(done),
        .i_out(i_out), .j_out(j_out)
    );
endmodule
==> ./run.sh <==
#!/bin/bash
# OpenROAD 26Q1-2900-gdf79404cd8, Yosys 0.63+post, stock flow scripts
make -C /OpenROAD-flow-scripts/flow DESIGN_CONFIG=/design/flow/config.mk WORK_HOME=/design/flow/orfs finish
==> ./config.mk <==
export PLATFORM = sky130hd
export DESIGN_NAME = top
export DESIGN_NICKNAME = top
export VERILOG_FILES = /design/flow/design.v
export SDC_FILE = /design/flow/constraint.sdc
export NUM_CORES = 4
export LEC_CHECK = 1
export CORE_UTILIZATION = 40
export SYNTH_HDL_FRONTEND = slang
==> ./constraint.sdc <==
current_design top

set clk_period 4.2
set clk_io_pct 0.2

create_clock -name clk0 -period $clk_period [get_ports {clk}]

set non_clock_inputs [all_inputs -no_clocks]
set_input_delay [expr $clk_period * $clk_io_pct] -clock clk0 $non_clock_inputs
set_output_delay [expr $clk_period * $clk_io_pct] -clock clk0 [all_outputs]
==> impl_metrics.ini <==
; yosys + openroad results
[outcome]
status = complete, no violations

[final_timing]
setup_viol = 0
fmax_mhz = 321
skew_ps = 4.82
rsz0062_at_grt = false
period_minus_slack_ps = 3110
hold_violations = 0
finalMaxSlewViolations = 0
tns_ps = 0
fin_crit_sh_pct = 74.1
worst_pin_slew_ps = 799
max_slew_margin_pct = 46.6

[worst_hold_path]
holdCritStartpoint = ctrl.state[11]
hp-class = flop to flop

[clock_network]
clk_pin_slew_ps = 70
cts-root-buf = clkbuf_16
cts.sinks = 106
cts_tree = done
clockBufferDepth = 2
insertion_delay_ps = 340
h-tree-depth = 3
cts_resized = 0
cts_made_buffers = 9
hold_buffers = 0
cts_setup_buffers = 0

[placed_design]
dp.cells = 569
place_hpwl_mm = 8.69
numPortBuffers = 79
place_congestion = 0.822

[floorplan]
die_h_um = 115
die_area_mm2 = 0.0133
fp-utilization_pct = 41.7
die_w_um = 115
ios = 80
core_area_mm2 = 0.0123
rows = 40

[synthesis]
yosysUniqueCellTypes = 36
synthArstFlopShare_pct = 24.5
synth_area_mm2 = 0.00512
yosys_area_mm2 = 0.00512
flop_cell = edfxtp_1
syn_area_per_cell_um2 = 15.9
ys_ff = 106
ys_cells = 321
largest_area_cell = edfxtp_1
enable_flop_cells = 80
top_cell_area_share_pct = 46.9
yosysSeqAreaShare_pct = 59.7
syn_inst = 321
yosys_warnings = 0
topCellsByArea = edfxtp_1 (47%), dfrtp_1 (11%), mux4_2 (10%), mux4_1 (4.6%), ha_1 (3.4%)

[layout]
nFillCells = 1015
lay_top_cells = edfxtp_1 (80), clkdlybuf4s50_1 (79), mux4_2 (23), dfrtp_1 (23), buf_4 (21)
drive_above_1_share_pct = 20.1
layout.cells.non_filler = 585
final_common_cell = edfxtp_1
syn2layout_area_growth_pct = 26.1

[global_routing]
antenna_found_initial = 0
grt_pass1_wl_mm = 19.1
grt_max_degree = 27
grt_use_total_pct = 21.7
grt_overflow_total = 0
grt_pass1_vias = 3319

[detailed_routing]
wl_mm = 12.7
diodes = 0
wl_per_cell_um = 21.7
drt-vias-per-instance = 5.44
detail_route.first_pass.iterations = 5
ant_nets = 0
num_vias = 3185
drt_iter0_markers = 198
drt_drc_violations_left = 0

[critical_path]
r2r_start = ctrl.state[13]
path_class = input pin to flop
path_max_fanout = 12
crit_path_start_kind = input pin
cp.required_ps = 4260
cp-end-kind = flop
arrival_ps = 3170
setup.worst_path.start = init_mode

[power]
p_leak_nw = 2.34
powerDensity_mw_per_mm2 = 337
ir_worst_vdd_mv = 0.186

[flow_run]
warning_count = 26
drv_cap = 0
## sequential cells by signal, indices dropped and copies added, names as in the netlist
register,count
ctrl.i_out,3
ctrl.j_out,3
ctrl.state,14
dp.Ai,8
dp.Aj,8
dp.RAM,64
dp.i,3
dp.j,3
## critical path, stage by stage
cell	delay [ps]
clkdlybuf4s50_1	420
nor2b_1	630
a221oi_1	290
nor3_1	690
buf_4	290
## worst paths after layout
check / end / slack, ps / cells past startpoint
worst max-delay path: dp.RAM[6][6] / 1090 / 5
worst max register to register: dp.RAM[6][6] / 1310 / 4
worst min register to register: ctrl.state[2] / 380 / 0
min in group asynchronous: ctrl.state[12] / 840 / 3
worst min-delay path: ctrl.state[2] / 380 / 0
max in group asynchronous: dp.j[0] / 3070 / 3
## cells in the mapped netlist (all sizes together) (4+ instances only)
cell    number
nor3         9
nor2         5
nand2b       4
mux4        32
inv         13
a21oi       20
mux2        17
a211oi       5
a22oi        8
clkbuf      11
ha          14
o21ai       15
mux2i        5
nand2        8
edfxtp      80
buf          9
dfrtp       23
nor2b       15
## report_power, final
group | internal, mW | switching, mW
registers | 1.16 | 0.0190
logic | 0.0834 | 0.0517
clock network | 0.474 | 0.392
total | 1.71 | 0.463
## layer usage
layer | share of wire [%] | vias to the layer above | GRT usage [%]
li1 | - | 1448 | -
met1 | 42 | 1565 | 32.2
met2 | 47 | 165 | 32.0
met3 | 11 | 7 | 11.0
met4 | 0.92 | 0 | 2.25
met5 | 0 | - | 0
## logic make-up (layout without fill, tap and decap cells)
logic type	after synthesis	count (layout)	synth area share [%]
adder cells (fa/ha/maj)	14	14	3.42
flip-flops	106	106	59.7
AND-OR/OR-AND	60	60	7.34
XOR/XNOR	3	3	0.514
buffers and inverters	33	129	3.57
multiplexers	54	54	20.0
AND/OR/NAND/NOR	51	51	5.45
## final cells by class
cell class	count	area (um2)	share of cell area, %
repair buffers	100	948	14.7
inverters	13	48.8	0.756
well taps	168	210	3.26
flip-flops and latches	106	3060	47.4
multi-input cells	182	1880	29.1
clock inverters	7	87.6	1.36
clock buffers	9	225	3.49
## through the flow
stage | hold slack [ps] | utilization, % | worst slack, ps | total power [mW] | area, um2
floorplan | 346 | - | 1680 | 1.24 | 5120
global placement | 365 | 50.1 | 834 | 1.33 | 6140
detailed placement | 357 | 50.1 | 787 | 1.33 | 6140
CTS | 382 | 52.6 | 1130 | 2.20 | 6450
global route | 387 | 52.6 | 932 | 2.26 | 6450
finish | 384 | 52.6 | 1090 | 2.18 | 6450
Power is estimated from default activity; no workload was simulated.
